**run.sh**
```bash
#!/bin/bash
# OpenROAD 26Q1-2900-gdf79404cd8, Yosys 0.63+post, stock flow scripts
make -C /OpenROAD-flow-scripts/flow DESIGN_CONFIG=/design/flow/config.mk WORK_HOME=/design/flow/orfs finish
```
**config.mk**
```make
export PLATFORM = sky130hd
export DESIGN_NAME = datapath
export DESIGN_NICKNAME = datapath
export VERILOG_FILES = /design/flow/design.v
export SDC_FILE = /design/flow/constraint.sdc
export NUM_CORES = 4
export LEC_CHECK = 1
export CORE_AREA = 10 10 83 83
export DIE_AREA = 0 0 93 93
```
**constraint.sdc**
```tcl
current_design datapath

set clk_period 3.8
set clk_io_pct 0.2

create_clock -name clk0 -period $clk_period [get_ports {clk}]

set non_clock_inputs [all_inputs -no_clocks]
set_input_delay [expr $clk_period * $clk_io_pct] -clock clk0 $non_clock_inputs
set_output_delay [expr $clk_period * $clk_io_pct] -clock clk0 [all_outputs]
```
**design.v**
```verilog
`timescale 1ns / 1ps
module datapath(
 input clk,MB,MD,RW,
 input [2:0] DA,AA,BA,
 input [3:0] FS,
 input [15:0] Datain,
 output reg [15:0] Dataout,da,aa,ba
);
reg [15:0] register[7:0];
integer i;
initial begin
for (i=0;i<8;i=i+1)
      register[i] <= 16'd3;
end
always @(posedge clk) 
begin
da <= register[DA]; aa<= register[AA]; ba <= register[BA];
if(~RW)  
    Dataout <= ba;     
else if (MD) 
    da <= Datain;      
else if (MB)         
    case(FS)                    
    4'b0000: da <= aa;
    4'b0001: da <= aa +1;
    4'b0010: da <= aa + BA;
    4'b0011: da <= aa + BA + 1;
    4'b0100: da <= aa + ~BA;
    4'b0101: da <= aa + ~BA + 1;
    4'b0110: da <= aa - 1;
    4'b0111: da <= aa ;
    4'b1000: da <= aa & BA ;
    4'b1001: da <= aa | BA ;
    4'b1010: da <= aa ^ BA ;
    4'b1011: da <= ~aa ;
    4'b1100: da <= BA ;
    4'b1101: da <= BA >> 1;
    4'b1110: da <= BA << 1;    
endcase   
else
case(FS)
    4'b0000: da <= aa;
    4'b0001: da <= aa +1;
    4'b0010: da <= aa + ba;
    4'b0011: da <= aa + ba + 1;
    4'b0100: da <= aa + ~ba;
    4'b0101: da <= aa + ~ba + 1;
    4'b0110: da <= aa - 1;
    4'b0111: da <= aa ;
    4'b1000: da <= aa & ba ;
    4'b1001: da <= aa | ba ;
    4'b1010: da <= aa ^ ba ;
    4'b1011: da <= ~aa ;
    4'b1100: da <= ba ;
    4'b1101: da <= ba >> 1;
    4'b1110: da <= ba << 1;    
endcase
end
endmodule
```
==> changes_impl.md <==
### Implementation results

- P_leak: 0.829 nW
- DP Cell Count: 279
- Design area: 1740 um2
- Max-cap violations: 0
- Area Overhead vs Synth: 23.8%
- Hold depth: 2
- Drt wl/cell: 12.6 um
- Setup TNS: 0 ps
- Die width: 93 um
- HPWL Detailed: 2920 um
- Synth Instances: 178
- Fillers: 552
- Flops after synth: 16
- Dominant logic cell type in the layout: conb_1
- Input/output buffers: 42
- Synth warnings: 1
- Pin count of the biggest net entering global routing: 24
- Clk slew on worst S/H paths: 60 ps
- Switching power total: 0.105 mW
- Final WL: 3560 um
- Slew headroom: 48.8%
- First-pass GRT wire length: 5640 um
- Tightest Pin Transition: 766 ps
- Initial DRC count: 83
- Yosys stat cell total: 178
- Critical Path RT: 3990 ps
- Avg Synthesized Cell Area: 7.89 um2
- RSZ-0062 raised after global routing: false
- Post-route insts no fill: 283
- Max-slew violations: 0
- Sequential share of the synthesized area: 22.8%
- Status: finished, final reports clean
- Logic cell area: 813 um2
- Worst Path Max Fanout: 23
- Max reg flops: 16
- DRC: 0
- Hold Crit Endpoint: da[10]
- Overall Power: 0.441 mW
- Post-synth EDFFs: 0
- 1st-pass router iterations: 4
- CTS root buffer: clkbuf_8
- Clock buffer depth: 2
- Num CTS Buffers: 3
- Top cells excl fill/tap: conb_1, clkdlybuf4s50_1, dfxtp_1, a21o_1
- Via count: 1165
- Final setup margin: 1060 ps
- Post-place setup slack: 833 ps
- Register area: 320 um2
- Minimum clock period after layout: 2740 ps
- Tool warning count: 32
- TritonCTS Sinks: 16
- GR Overflow Total: 0
- Post-CTS Repair Setup Buffers: 0
- Num ports: 97
- Antenna violations before repair: 0
- CTS-repair resized insts: 0
- H-Tree Depth: 1
- Die Span Y: 93 um
- Tot GR Track Use: 7.65%
- CTS Hold Bufs: 0
- Worst vdd ir: 0.147 mV
- Max Fclk: 0.365 GHz
- CP Class: in -> reg
- Die area: 8650 um2
- Init Core Util: 27.3%
- CP cell instances: clkdlybuf4s50_1 > nand4b_2 > a21boi_0 > or4b_4 > o21ai_2 > a21o_1
- Critical path arrival: 2930 ps
- Cycle use final: 72.0%
- Min-delay src: Datain[10]
- Vias in the first global route: 1142
- Clock network fraction of total power: 32.8%
- Biggest regs: da (16)
- Core ar.: 5140 um2
- GP Congestion: 0.826
- Internal power: 0.336 mW
- Crit-path slowest cell: clkdlybuf4s50_1
- Startpoint Class: input pin
- Pwr Density: 254 nW/um2
- Final setup vio count: 0
- Distinct cells, synth: 45
- Worst Setup End Kind: register
- Post-DP Area: 1680 um2
- # diodes: 0
- CTS tree: built
- ANT nets after route: 0
- Crit-path max cell delay: 970 ps
- Number of vias per cell: 4.12
- Hold Path Class: in -> reg
- Sequential share of power: 41.0%
- Async SR Flop Fraction: 0%
- Post-synth area from yosys stat: 1400 um2
- Post-synth top flop: dfxtp_1
- Endpoints failing hold: 0
- FP Rows: 26
- Layout cells sized above 1: 5.16%
- Sw frac: 23.8%
- Logic pwr share: 26.2%
- Mapped cell area: 1400 um2
- Reg with most FFs: da
-- area by class of cell --
type | count | area share (%)
Clock buffer | 4 | 3.17
Inverter | 7 | 1.51
Multi-Input combinational cell | 142 | 46.8
Sequential cell | 16 | 18.4
Tap cell | 70 | 5.04
Timing Repair Buffer | 44 | 25.1
-- kinds of logic after synthesis --
| family | count (synthesis) | synth area share, % |
|---|---|---|
| compound gates | 49 | 24.4 |
| fa+ha+maj | 4 | 3.39 |
| mux | 1 | 0.713 |
| xor+xnor | 1 | 0.624 |
| buf+inv | 66 | 31.6 |
| other cells | 2 | 0.535 |
| simple gates | 39 | 16.0 |
| flops | 16 | 22.8 |
-- synthesized netlist by cell type, drive strengths merged (2+ instances only) --
library cell	number	area (um2)
ha	3	37.5
dfxtp	16	320
o21ai	11	62.6
buf	56	405
nand2b	3	18.8
a21o	12	90.1
and3	2	12.5
nand4	2	12.5
o211ai	4	30.0
nor3	3	15.0
nor2	4	15.0
a21oi	6	30.0
inv	7	26.3
a31oi	4	25.0
clkbuf	3	11.3
nand2	9	33.8
nand3	6	30.0
a21boi	2	15.0
conb	2	7.51
nor2b	3	21.3
-- worst max-delay path: cells and delay by family --
family | cells | cell delay (ps)
buf+inv | 1 | 970
simple gates | 2 | 740
compound gates | 3 | 460
-- worst max path at each step --
| stage | slack (ps) | end | cells after the start | from |
|---|---|---|---|---|
| after CTS | 1090 | da[4] | 6 | FS[0] |
| after global routing | 930 | da[8] | 6 | FS[0] |
| final | 1060 | da[11] | 6 | FS[0] |
-- layer usage --
| metal | wire, um | global-route usage (%) | share of wire [%] |
|---|---|---|---|
| met1 | 1840 | 11.5 | 52 |
| met2 | 1450 | 11.2 | 41 |
| met3 | 259 | 1.78 | 7.3 |
| met4 | 12 | 0.643 | 0.34 |
| met5 | 0 | 0 | 0 |
-- power by group through the flow --
stage / clock network [mW] / registers (mW) / logic, mW
4_1_cts: 0.149 / 0.181 / 0.118
5_1_grt: 0.157 / 0.181 / 0.131
6_report: 0.145 / 0.181 / 0.116
-- through the flow --
step                      util (%)  hold slack, ps
after CTS                     33.8            1090
after detailed placement      32.7            1340
after global routing          33.8            1100
after global placement        32.7            1340
final                         33.8            1090
after floorplan                  -             832
Power is estimated from default activity; no workload was simulated.
